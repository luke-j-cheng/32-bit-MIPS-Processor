==> design/flow/design.v <==
`timescale 1ns / 1ps
module ALU(
    input [31:0] a,  
    input [31:0] b, 
    input [3:0] alu_control,
    output zero, 
    output reg [31:0] alu_result); 
    wire signed [31:0] signed_a; 
    assign signed_a = a;
 always @(*)
 begin   
      case(alu_control)  
      4'b0000: alu_result = a & b;  
      4'b0001: alu_result = a | b;  
      4'b0010: alu_result = a + b;  
      4'b0100: alu_result = a ^ b;  
      4'b0101: alu_result = a * b;  
      4'b0110: alu_result = a - b;  
      4'b0111: alu_result = (a<b) ? 32'd1 : 32'd0;  
      4'b1000: alu_result = a << b[10:6];  
      4'b1001: alu_result = a >> b[10:6];  
      4'b1010: alu_result = signed_a >>> b[10:6];  
      4'b1011: alu_result = a/b;  
      4'b1100: alu_result = ~(a | b);  
      default: alu_result = a + b;  
      endcase  
 end  
 assign zero = (alu_result==32'd0) ? 1'b1: 1'b0;
endmodule
`timescale 1ns / 1ps
module ALUControl(
    input [1:0] ALUOp, 
    input [5:0] Function,
    output reg[3:0] ALU_Control);  
wire [7:0] ALUControlIn;  
 assign ALUControlIn = {ALUOp,Function};  
 always @(ALUControlIn)  
 casex (ALUControlIn)  
        8'b1x100100: ALU_Control=4'b0000;  
        8'b10100101: ALU_Control=4'b0001;  
        8'b00xxxxxx: ALU_Control=4'b0010;  
        8'b10100000: ALU_Control=4'b0010;  
        8'b10100010: ALU_Control=4'b0110;  
        8'b01xxxxxx: ALU_Control=4'b0110;  
        8'b10100111: ALU_Control=4'b1100;  
        8'b10101010: ALU_Control=4'b0111;  
        8'b10000000: ALU_Control=4'b1000;  
        8'b10000010: ALU_Control=4'b1001;  
        8'b10000011: ALU_Control=4'b1010;  
        8'b10100110: ALU_Control=4'b0100;  
        8'b10011000: ALU_Control=4'b0101;  
        8'b10011010: ALU_Control=4'b1011;  
        default: ALU_Control=4'b0000;  
    endcase 
 endmodule  
`timescale 1ns / 1ps
module EX_pipe_stage(
    input [31:0] id_ex_instr,
    input [31:0] reg1, reg2,
    input [31:0] id_ex_imm_value,
    input [31:0] ex_mem_alu_result,
    input [31:0] mem_wb_write_back_result,
    input id_ex_alu_src,
    input [1:0] id_ex_alu_op,
    input [1:0] Forward_A, Forward_B,
    output [31:0] alu_in2_out,
    output [31:0] alu_result
    );
    wire [3:0] ALU_Control;
    wire [31:0] ALU1, ALU2temp, ALU2;
    assign alu_in2_out = ALU2temp;
    ALUControl alu_control_inst(
        .ALUOp(id_ex_alu_op),
        .Function(id_ex_instr[5:0]),
        .ALU_Control(ALU_Control)
    );
    mux4 #(32) reg1mux(
        .a(reg1),
        .c(ex_mem_alu_result),
        .b(mem_wb_write_back_result),
        .d(32'b0),
        .sel(Forward_A),
        .y(ALU1));
    mux4 #(32) reg2mux(
        .a(reg2),
        .c(ex_mem_alu_result),
        .b(mem_wb_write_back_result),
        .d(32'b0),
        .sel(Forward_B),
        .y(ALU2temp));
    mux2 #(32) alumux(
        .a(ALU2temp),
        .b(id_ex_imm_value),
        .sel(id_ex_alu_src),
        .y(ALU2));
    ALU     alu(
        .a(ALU1),
        .b(ALU2),
        .alu_control(ALU_Control),
        .alu_result(alu_result));
endmodule
`timescale 1ns / 1ps
module mux2 #(parameter mux_width= 32)
(   input [mux_width-1:0] a,b,
    input sel,
    output [mux_width-1:0] y
    );
    assign y = sel ? b : a;
endmodule
`timescale 1ns / 1ps
module mux4#(parameter mux_width= 32)(
    input [mux_width-1:0] a,b,c,d,
    input [1:0] sel,
    output [mux_width-1:0] y
    );
    assign y = sel[1] ? (sel[0] ? d : c) : (sel[0] ? b : a);
endmodule
==> design/flow/run.sh <==
#!/bin/bash
# OpenROAD 26Q1-2900-gdf79404cd8, Yosys 0.63+post, stock flow scripts
make -C /OpenROAD-flow-scripts/flow DESIGN_CONFIG=/design/flow/config.mk WORK_HOME=/design/flow/orfs finish
==> design/flow/config.mk <==
export PLATFORM = sky130hd
export DESIGN_NAME = EX_pipe_stage
export DESIGN_NICKNAME = EX_pipe_stage
export VERILOG_FILES = /design/flow/design.v
export SDC_FILE = /design/flow/constraint.sdc
export NUM_CORES = 4
export LEC_CHECK = 1
export CORE_UTILIZATION = 40
==> design/flow/constraint.sdc <==
current_design EX_pipe_stage

set clk_period 444.9
set clk_io_pct 0.2

create_clock -name clk0 -period $clk_period

set non_clock_inputs [all_inputs -no_clocks]
set_input_delay [expr $clk_period * $clk_io_pct] -clock clk0 $non_clock_inputs
set_output_delay [expr $clk_period * $clk_io_pct] -clock clk0 [all_outputs]
==> flow_summary.rst <==
Synthesis and place-and-route
=============================

.. list-table::
   :header-rows: 1

   * - Metric
     - Value
   * - Outcome
     - completed
   * - Relative area change from synthesis to final layout
     - 10.20%
   * - Overflow left after global routing
     - 0
   * - Critical Path Start Type
     - input pin
   * - Leakage power
     - 0.02879 uW
   * - Share of layout cells above drive strength 1
     - 7.264%
   * - Yosys stat chip area
     - 55170 sq um
   * - FA/HA/MAJ Cells, Area Fraction
     - 31.89%
   * - Worst Hold Path Cells
     - 4
   * - Count of instances resized after the clock tree is built
     - 0
   * - Arrival time reported for the critical path endpoint
     - 179.73 ns
   * - Proportion of netlist area held by the largest area contributor
     - 17.01%
   * - Cts-stage hold buffer count
     - 0
   * - Maximum fanout encountered on the critical timing path
     - 39
   * - Overall routed net length
     - 274500 um
   * - Count of routing violations after the opening detailed-route iteration
     - 6064
   * - Unrepaired setup endpoints after global routing
     - false
   * - Pin count of the biggest net entering global routing
     - 62
   * - Count of endpoints failing setup in the final report
     - 0
   * - Chip area
     - 139400 sq um
   * - Via count of the first global-routing pass
     - 57556
   * - Average footprint of a synthesized cell
     - 7.142 sq um
   * - I/O Buffers
     - 237
   * - Worst slew margin relative to its limit
     - 33.77%
   * - Min cycle time layout
     - 268.71 ns
   * - Standard-cell rows
     - 135
   * - Most frequent standard cell in the layout excluding fill and tap cells
     - nand2_1
   * - Setup ws final
     - 176.19 ns
   * - Hold path endpoint
     - alu_in2_out[17]
   * - Die span in x
     - 373.4 um
   * - Met1 demand-to-capacity share in global routing
     - 53.90%
   * - Final HPWL from detailed placement
     - 218900 um
   * - Number of antenna violations at the first check in global routing
     - 19
   * - Post-synthesis sequential area ratio
     - 0%
   * - Mean number of vias per cell
     - 6.280
   * - Fmax achieved
     - 3.722 MHz
   * - Tally of OpenROAD warnings
     - 126
   * - TritonRoute pass-1 iters
     - 8
   * - Critical Path RT
     - 355.92 ns
   * - Routed length per placed instance
     - 28.35 um
   * - Residual antenna-violating net count after detailed routing
     - 0
   * - Unique masters post-synth
     - 110
   * - Final hold violations
     - 0
   * - Pre-CTS WS
     - 179.24 ns
   * - Storage cell area
     - 0 sq um
   * - Seq cells
     - 0
   * - Final max-slew violation count
     - 0
   * - Floorplan Core Area
     - 136100 sq um
   * - Max VDD drop
     - 23.51 uV
   * - # Post-CTS Setup Buffers
     - 0
   * - Switching part of the total
     - 62.49%
   * - Type of destination of the critical path
     - primary output
   * - Net switching component of the power
     - 278.7 uW
   * - Global placer's final weighted congestion
     - 1.092
   * - Max-cap check violation count
     - 0
   * - Final period utilization
     - 60.40%
   * - Met2 track utilization from global routing
     - 57.54%
   * - Overall global routing resource usage
     - 39.66%
   * - Vias after detailed routing
     - 60824
   * - Die Span Y
     - 373.4 um
   * - Total I/O pin count
     - 263
   * - Most frequent logic cells in the routed design
     - 858 x nand2_1, 750 x ha_1, 739 x nor2_1, 732 x inv_1, 566 x a21oi_1
   * - Initial core utilization
     - 40.52%
   * - CP peak stage delay
     - 0.82 ns
   * - Met3 capacity usage during global routing
     - 11.79%
   * - Synth Area in Compound Gates
     - 27.36%
   * - Gr busiest metal
     - met2
   * - Clk_buf instances
     - 0
   * - Total standard cell area after synthesis
     - 55170 sq um
   * - Top logic cell family in the synthesized netlist
     - adder cells
   * - Crit Path Category
     - in -> out
   * - Largest area contributor in the netlist
     - ha_1
   * - Final Util
     - 44.65%
   * - Post-synthesis simple-gate area fraction
     - 20.68%
   * - Launch point of the worst hold path
     - Forward_B[0]
   * - HP Class
     - in -> out
   * - Synth area leaders
     - ha_1 17%, fa_1 15%, nand2_1 5.9%
   * - Sum of negative setup slack
     - 0 ns
   * - Total internal power
     - 167.2 uW
   * - Portion of netlist area occupied by mux cells
     - 4.817%
   * - Most prevalent standard cell on the critical path
     - ha_1
   * - Count of mapped cells out of synthesis
     - 7724
   * - Number of standard cells reported by yosys
     - 7724
   * - Library cell contributing the largest single delay on the critical path
     - a41oi_2
   * - Fraction of synthesized cell area in xor and xnor cells
     - 7.582%
   * - Number of DRC violations after detailed routing
     - 0
   * - Global-route wire length before repair
     - 396600 um
   * - Transition at the pin with the smallest max-transition slack
     - 0.9875 ns
   * - Count of synthesis-stage warnings from yosys
     - 2
   * - Areal power density over the cells
     - 7.336 nW/um^2
## cell usage after synthesis (all sizes together), types with 45 or more instances
library cell,instances
a211oi,98
a21o,194
a21oi,578
a221oi,56
a31oi,86
and2,46
and3,45
buf,103
clkbuf,230
fa,410
ha,750
inv,742
mux2,84
mux2i,162
nand2,862
nand2b,69
nand3,170
nand4,74
nor2,748
nor2b,57
nor3,177
o211ai,90
o21a,125
o21ai,403
o21bai,69
o31ai,55
or2,54
or3,71
xnor2,293
xor2,182
## routing by layer
layer / vias to the layer above / wire length, um
met2: 3185 / 114300
met1: 29013 / 112100
met4: 22 / 17570
li1: 27915 / -
met3: 689 / 30390
met5: - / 153
## kinds of logic (layout without fill, tap and decap cells)
| family | count (synthesis) | count (layout) |
|---|---|---|
| AOI/OAI and AO/OA | 2245 | 2245 |
| muxes | 250 | 250 |
| other | 0 | 16 |
| and+or+nand+nor | 2497 | 2497 |
| xor gates and xnor gates | 476 | 476 |
| adders and majority gates | 1160 | 1160 |
| buffers and inverters | 1096 | 1260 |
## cell type report
type	count	area, sq um
Timing Repair Buffer	497	4319
Tap cell	1781	2228
Multi-Input combinational cell	6628	51340
Inverter	763	2864
Fill cell	13863	75350
Antenna cell	16	40.04
## power groups by stage
stage | sequential (uW) | combinational [uW] | clock (uW)
CTS | 0 | 434 | 0
global route | 0 | 483 | 0
## how the worst max path moves through the flow
stage	from	to	slack, ns	cells after the start
finish	Forward_B[0]	alu_result[0]	176.19	327
global route	Forward_B[0]	alu_result[0]	172.49	326
CTS	Forward_B[0]	alu_result[0]	178.96	321
## critical path: cells and delay by family
kind | cells | cell delay, ns
simple gates | 89 | 21.82
buf+inv | 40 | 10.76
mux | 4 | 1.42
fa+ha+maj | 31 | 9.41
compound gates | 163 | 46.96
## metrics by stage
step,total power [uW],instances,instance area (sq um),hold WS (ns)
after CTS,434.2,9669,60750,178.86
after floorplan,294.1,7724,55170,178.00
after detailed placement,430.2,9669,60750,178.86
after global placement,429.3,9669,60750,178.85
after global routing,482.5,9669,60750,178.92
final,445.9,9685,60790,178.88
No activity file was given, so power comes from the tool's default toggle rates.
