<file path="/design/flow/run.sh">
#!/bin/bash
# OpenROAD 26Q1-2900-gdf79404cd8, Yosys 0.63+post, stock flow scripts
make -C /OpenROAD-flow-scripts/flow DESIGN_CONFIG=/design/flow/config.mk WORK_HOME=/design/flow/orfs finish
</file>
<file path="/design/flow/config.mk">
export PLATFORM = sky130hd
export DESIGN_NAME = data_memory
export DESIGN_NICKNAME = data_memory
export VERILOG_FILES = /design/flow/design.v
export SDC_FILE = /design/flow/constraint.sdc
export NUM_CORES = 4
export LEC_CHECK = 1
export CORE_UTILIZATION = 50
export SYNTH_MEMORY_MAX_BITS = 65536
</file>
<file path="/design/flow/constraint.sdc">
current_design data_memory

set clk_period 33.9
set clk_io_pct 0.2

create_clock -name clk0 -period $clk_period [get_ports {clk}]

set non_clock_inputs [all_inputs -no_clocks]
set_input_delay [expr $clk_period * $clk_io_pct] -clock clk0 $non_clock_inputs
set_output_delay [expr $clk_period * $clk_io_pct] -clock clk0 [all_outputs]
</file>
<file path="/design/flow/design.v">
`timescale 1ns / 1ps
module data_memory(
    input clk,
    input [31:0] mem_access_addr,
    input [31:0] mem_write_data,
    input mem_write_en,
    input mem_read_en,
    output [31:0] mem_read_data);
    integer i;  
    reg [31:0] ram [255:0];  
    wire [7 : 0] ram_addr = mem_access_addr[9 : 2];  
    initial 
    begin  
        for(i=0;i<256;i=i+1)  
            ram[i] <= 32'd0;  
        end  
        always @(posedge clk) begin  
            if (mem_write_en)  
                ram[ram_addr] <= mem_write_data;  
            end  
      assign mem_read_data = (mem_read_en==1'b1) ? ram[ram_addr]: 32'd0;
endmodule
</file>
==> flow_summary.toml <==
# implementation run metrics
[status]
status = "complete, no violations"

[detailed_routing]
dr.pass1.iters = 6
wl_um = 884000
routedWlPerCell_um = 35.1
drt.antenna.violating_nets = 0
drc_errors = 0
vias = 156000
vias_per_cell = 6.18
drt_iter0_drc = 10400

[cts]
clock-sinks = 8192
cts_max_level = 6
clk_pin_slew_ps = 60
numCtsBuffers = 816
cts_tree = "yes"
ctsResizeCount = 0
post_cts_buffers = 0
cts_hold_buffers = 0
cts_root_buf = "clkbuf_16"
clockBufferDepth = 4

[place]
io_buffer_count = 74
dpl_cell_area_sq_um = 330000
gp_congestion = 0.898
dpl.hpwl_um = 511000
dp_slack_ps = 12420

[synth]
top_area_cell = "edfxtp_1"
syn_area_sq_um = 314000
synth.top_cells.by_area = "edfxtp_1 (78%), mux4_2 (8.3%), mux2i_1 (4.5%), mux2_2 (1.2%), o22ai_1 (0.83%)"
ys.flop_type = "edfxtp_1"
synth_cells = 15300
yosys_warnings = 1
postSynth.asyncResetShare_pct = 0
ys_cells = 15300
ys_types = 56
ys_ff = 8192
synth_area_per_cell_sq_um = 20.5
top_cell_area_share_pct = 78.3
yosysSeqAreaShare_pct = 78.3
ys_chip_area_sq_um = 314000
synth-edff-count = 8192

[global_routing]
grt_pass1_vias = 166000
grt_max_degree = 97
grt.overflow.total = 0
grt_util_all_layers_pct = 31.7
grt.met3_usage_pct = 27.5
grt.busiest_layer = "met2"
antenna_found_initial = 46
grt_pass1_wl_um = 1240000
grt.met2_usage_pct = 42.8
use_met1_pct = 39.3

[layout]
drive_above_1_share_pct = 22.6
n_fill_cell = 45200
lay_top_count = "edfxtp_1"
top_regs = "ram: 8192 flops"
layout_top_cells = "edfxtp_1 (8192), mux2i_1 (1418), mux4_2 (1154)"
largest_reg_flops = 8192
syn_to_final_growth_pct = 13.0
top_register = "ram"
finalInstanceArea_sq_um = 355000

[final_timing]
hold_viol_final = 0
post-route-worst-setup-slack_ps = 12410
setup_tns_ps = 0
max_freq_mhz = 46.5
fin_crit_ps = 21490
holdWs_ps = 6000
slew_headroom_pct = 22.6
rsz0062_at_grt = "no"
report.final.setup_viol = 0
min_period_over_period_pct = 63.4
drv_slew = 0
tightest_slew_ps = 1160

[power_and_ir_drop]
p_comb_share_pct = 4.9
p_per_area_nw_per_um2 = 58.2
share_seq_of_total_power_pct = 54.1
switchingPower_mw = 4.49
p_sw_share_pct = 21.7
leakagePower_nw = 113
p_int_mw = 16.2
irDropWorstVdd_v = 0.0000625
clockPowerShare_pct = 41.0
power_mw = 20.7

[floorplanning]
core_sq_um = 625000
num_io_pins = 99
die_w_um = 795
fp.dieH_um = 795
dieArea_sq_um = 631000
rows = 290
fp_util_pct = 50.3

[worst_setup_path]
endpoint = "mem_read_data[28]"
worstPathMaxFanout = 72
cp_num_buf_inv = 10
slowest_stage = "a2111oi_1"
crit_chain = "buf_16 -> buf_4 -> buf_12 -> buf_4 -> buf_4 -> buf_4 -> buf_4 -> buf_4 -> buf_4 -> mux2_2 -> o21ai_0 -> a21oi_1 -> a221oi_1 -> nand4_1 -> a21oi_1 -> a2111oi_1 -> clkdlybuf4s50_1"
setup.worst_path.start = "mem_access_addr[3]"
critPathMaxStageDelay_ps = 820
path_depth = 17
required_ps = 27120
path_common_cell = "buf_4"
crit_type = "input pin to output port"
cp-start-kind = "input pin"
end_kind = "output port"
worstPathArrival_ps = 14710
cp_top_family = "buffers and inverters"

[job]
warnings = 50
drv_cap = 0

[min_path]
hold_class = "input pin to flop"
-- worst min path at each step --
stage	from	to	slack [ps]	cells past startpoint
5_1_grt	mem_write_data[6]	ram[52][6]	5990	1
4_1_cts	mem_write_data[6]	ram[52][6]	5930	1
6_report	mem_write_data[6]	ram[52][6]	6000	1
-- synthesized netlist by cell type, types with 155 or more instances --
cell / number
mux2i_1: 1418
nor2_1: 480
edfxtp_1: 8192
nor2b_1: 192
nand3_1: 181
mux2_2: 348
mux4_2: 1154
o22ai_1: 416
clkbuf_1: 378
o21ai_0: 349
a211oi_1: 181
nand2_1: 167
a21oi_1: 383
a2111oi_0: 155
buf_2: 325
-- through the flow --
step                util [%]  instances
floorplan                  -      15300
detailed placement      52.8      23600
CTS                     56.8      25100
finish                  56.8      25200
global placement        52.8      23600
global route            56.8      25100
-- logic make-up (layout without fill, tap and decap cells) --
| group | Yosys count | after routing | share of synthesized area (%) |
|---|---|---|---|
| AOI/OAI and AO/OA | 1877 | 1877 | 3.93 |
| muxes | 2920 | 2920 | 14.0 |
| DFF | 8192 | 8192 | 78.3 |
| buffers and inverters | 927 | 2431 | 1.51 |
| and+or+nand+nor | 1387 | 1387 | 2.22 |
| other | 0 | 37 | 0 |
-- cell type report --
type / instances / area (sq um) / share of cell area [%]
antenna: 37 / 92.6 / 0.0261
timing repair buffer: 945 / 7600 / 2.14
sequential: 8192 / 246000 / 69.3
clock buffer: 1044 / 21400 / 6.03
clock inverter: 439 / 3530 / 0.995
inverter: 3 / 18.8 / 0.00529
tap: 8322 / 10400 / 2.93
multi-input combinational: 6184 / 65800 / 18.5
-- power groups by stage --
stage	logic [mW]	clock network, mW	registers (mW)
after CTS	1.01	8.60	11.2
after global routing	1.07	8.98	11.2
final	1.01	8.47	11.2
-- per-layer routing --
layer	up-vias	wire, um
met5	-	2930
met4	67	36800
met1	77900	265000
li1	65700	-
met3	1506	180000
met2	10400	399000
Power figures rest on the tool's default switching activity, not on a simulated workload.
