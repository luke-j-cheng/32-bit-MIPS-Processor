[run.sh]
#!/bin/bash
# OpenROAD 26Q1-2900-gdf79404cd8, Yosys 0.63+post, stock flow scripts
make -C /OpenROAD-flow-scripts/flow DESIGN_CONFIG=/design/flow/config.mk WORK_HOME=/design/flow/orfs finish
[design.v]
`timescale 1ns / 1ps
module ID_pipe_stage(
    input  clk, reset,
    input  [9:0] pc_plus4,
    input  [31:0] instr,
    input  mem_wb_reg_write,
    input  [4:0] mem_wb_write_reg_addr,
    input  [31:0] mem_wb_write_back_data,
    input  Data_Hazard,
    input  Control_Hazard,
    output [31:0] reg1, reg2,
    output [31:0] imm_value,
    output [9:0] branch_address,
    output [9:0] jump_address,
    output branch_taken,
    output [4:0] destination_reg, 
    output mem_to_reg,
    output [1:0] alu_op,
    output mem_read,  
    output mem_write,
    output alu_src,
    output reg_write,
    output jump
    );
    wire [4:0] rs, rt;
    wire eq;
    wire [31:0] imm_sign_ex;
    wire reg_dst_sig;
    wire mem_to_reg_sig;
    wire [1:0] alu_op_sig;
    wire mem_read_sig;
    wire mem_write_sig;
    wire alu_src_sig;
    wire reg_write_sig;
    wire branch_sig;
    wire hazard;
    wire [25:0] tempjump;
    wire [31:0] offset;
    assign eq = ((reg1^reg2) == 32'd0) ? 1'b1: 1'b0;
    assign rs = instr[25:21];
    assign rt = instr[20:16];
    assign imm_value = imm_sign_ex;
    assign hazard = ~Data_Hazard || Control_Hazard; 
    assign branch_taken = branch_sig && eq;
    assign tempjump = instr[25:0] << 2;
    assign jump_address = tempjump[9:0];
    assign offset = imm_sign_ex << 2;
    assign branch_address = pc_plus4 + offset[9:0];  
    register_file reg_inst(
        .clk(clk),
        .reset(reset),
        .reg_write_en(mem_wb_reg_write),
        .reg_write_dest(mem_wb_write_reg_addr),
        .reg_write_data(mem_wb_write_back_data),
        .reg_read_addr_1(rs),
        .reg_read_addr_2(rt),
        .reg_read_data_1(reg1),
        .reg_read_data_2(reg2)
    );
    sign_extend se_inst(
        .sign_ex_in(instr[15:0]),
        .sign_ex_out(imm_sign_ex));
    mux2 #(5) reg_dest_mux(
        .a(instr[20:16]),
        .b(instr[15:11]),
        .sel(reg_dst),
        .y(destination_reg));
    control control_inst(
        .reset(reset),
        .opcode(instr[31:26]),
        .reg_dst(reg_dst),
        .mem_to_reg(mem_to_reg_sig),
        .alu_op(alu_op_sig),
        .mem_read(mem_read_sig),
        .mem_write(mem_write_sig),
        .alu_src(alu_src_sig),
        .reg_write(reg_write_sig),
        .branch(branch_sig),
        .jump(jump)
    );
    mux2 #(1) mem_to_reg_mux(
        .a(mem_to_reg_sig),
        .b(1'b0),
        .sel(hazard),
        .y(mem_to_reg)
    );
    mux2 #(2) alu_op_mux(
        .a(alu_op_sig),
        .b(2'b00),
        .sel(hazard),
        .y(alu_op)
    );
    mux2 #(1) mem_read_mux(
        .a(mem_read_sig),
        .b(1'b0),
        .sel(hazard),
        .y(mem_read)
    );
    mux2 #(1) mem_write_mux(
        .a(mem_write_sig),
        .b(1'b0),
        .sel(hazard),
        .y(mem_write)
    );
    mux2 #(1) alu_src_mux(
        .a(alu_src_sig),
        .b(1'b0),
        .sel(hazard),
        .y(alu_src)
    );
    mux2 #(1) reg_write_mux(
        .a(reg_write_sig),
        .b(1'b0),
        .sel(hazard),
        .y(reg_write)
    );
endmodule
`timescale 1ns / 1ps
module control(
    input reset,
    input[5:0] opcode,  
    output reg reg_dst, mem_to_reg, 
    output reg [1:0] alu_op,  
    output reg mem_read, mem_write, alu_src, reg_write, branch, jump 
    );
always @(*)  
 begin  
      if(reset == 1'b1) begin  
                reg_dst = 1'b0;  
                mem_to_reg = 1'b0;  
                alu_op = 2'b10;  
                mem_read = 1'b0;  
                mem_write = 1'b0;  
                alu_src = 1'b0;  
                reg_write = 1'b0;  
                branch = 1'b0; 
                jump = 1'b0;    
      end  
      else begin  
      casex(opcode)   
      6'b000000: begin  
                reg_dst = 1'b1;  
                mem_to_reg = 1'b0;  
                alu_op = 2'b10;  
                mem_read = 1'b0;  
                mem_write = 1'b0;  
                alu_src = 1'b0;  
                reg_write = 1'b1;
                branch = 1'b0; 
                jump = 1'b0;    
                end
      6'b110000: begin  
                reg_dst = 1'b1;  
                mem_to_reg = 1'b0;  
                alu_op = 2'b10;  
                mem_read = 1'b0;  
                mem_write = 1'b0;  
                alu_src = 1'b1;  
                reg_write = 1'b1;
                branch = 1'b0; 
                jump = 1'b0;    
                end
      6'b001000: begin  
                reg_dst = 1'b0;  
                mem_to_reg = 1'b0;  
                alu_op = 2'b00;  
                mem_read = 1'b0;  
                mem_write = 1'b0;  
                alu_src = 1'b1;  
                reg_write = 1'b1;
                branch = 1'b0; 
                jump = 1'b0;    
                end 
      6'b001xxx: begin  
                reg_dst = 1'b0;  
                mem_to_reg = 1'b0;  
                alu_op = 2'b11;  
                mem_read = 1'b0;  
                mem_write = 1'b0;  
                alu_src = 1'b1;  
                reg_write = 1'b1; 
                branch = 1'b0; 
                jump = 1'b0;   
                end
      6'b100011: begin  
                reg_dst = 1'b0;  
                mem_to_reg = 1'b1;  
                alu_op = 2'b00;    
                mem_read = 1'b1;  
                mem_write = 1'b0;  
                alu_src = 1'b1;  
                reg_write = 1'b1;   
                branch = 1'b0; 
                jump = 1'b0;
                end  
      6'b101011: begin  
                reg_dst = 1'b0;  
                mem_to_reg = 1'b0;  
                alu_op = 2'b00;    
                mem_read = 1'b0;  
                mem_write = 1'b1;  
                alu_src = 1'b1;  
                reg_write = 1'b0;  
                branch = 1'b0; 
                jump = 1'b0;
                end 
       6'b00010x: begin  
                reg_dst = 1'b0;  
                mem_to_reg = 1'b0;  
                alu_op = 2'b01;  
                mem_read = 1'b0;  
                mem_write = 1'b0;  
                alu_src = 1'b0;  
                reg_write = 1'b0;
                branch = 1'b1; 
                jump = 1'b0;    
                end 
       6'b000010: begin  
                reg_dst = 1'b0;  
                mem_to_reg = 1'b0;  
                alu_op = 2'b00;  
                mem_read = 1'b0;  
                mem_write = 1'b0;  
                alu_src = 1'b0;  
                reg_write = 1'b0;
                branch = 1'b0; 
                jump = 1'b1;    
                end 
      endcase  
      end  
 end 
 endmodule 
`timescale 1ns / 1ps
module mux2 #(parameter mux_width= 32)
(   input [mux_width-1:0] a,b,
    input sel,
    output [mux_width-1:0] y
    );
    assign y = sel ? b : a;
endmodule
`timescale 1ns / 1ps
module register_file(
    input clk, reset,  
    input reg_write_en,  
    input [4:0] reg_write_dest,  
    input [31:0] reg_write_data,
    input [4:0] reg_read_addr_1, 
    input [4:0] reg_read_addr_2,  
    output [31:0] reg_read_data_1,  
    output [31:0] reg_read_data_2 
    );
    reg [31:0] reg_array [31:0];  
    always @ (negedge clk ) begin  
           if(reset) begin  
                reg_array[0] <= 32'b0;  
                reg_array[1] <= 32'b0;  
                reg_array[2] <= 32'b0;  
                reg_array[3] <= 32'b0;  
                reg_array[4] <= 32'b0;  
                reg_array[5] <= 32'b0;  
                reg_array[6] <= 32'b0;  
                reg_array[7] <= 32'b0; 
                reg_array[8] <= 32'b0;  
                reg_array[9] <= 32'b0;  
                reg_array[10] <= 32'b0;  
                reg_array[11] <= 32'b0;  
                reg_array[12] <= 32'b0;  
                reg_array[13] <= 32'b0;  
                reg_array[14] <= 32'b0;  
                reg_array[15] <= 32'b0;
                reg_array[16] <= 32'b0;  
                reg_array[17] <= 32'b0; 
                reg_array[18] <= 32'b0;  
                reg_array[19] <= 32'b0;  
                reg_array[20] <= 32'b0; 
                reg_array[21] <= 32'b0;  
                reg_array[22] <= 32'b0;  
                reg_array[23] <= 32'b0;  
                reg_array[24] <= 32'b0;  
                reg_array[25] <= 32'b0;  
                reg_array[26] <= 32'b0;  
                reg_array[27] <= 32'b0; 
                reg_array[28] <= 32'b0;  
                reg_array[29] <= 32'b0;  
                reg_array[30] <= 32'b0;  
                reg_array[31] <= 32'b0;     
           end  
           else begin  
                if(reg_write_en) begin  
                     reg_array[reg_write_dest] <= reg_write_data;  
                end  
           end  
      end  
      assign reg_read_data_1 = ( reg_read_addr_1 == 0)? 32'b0 : reg_array[reg_read_addr_1];  
      assign reg_read_data_2 = ( reg_read_addr_2 == 0)? 32'b0 : reg_array[reg_read_addr_2];  
endmodule
`timescale 1ns / 1ps
module sign_extend(
    input [15:0] sign_ex_in,
    output reg [31:0] sign_ex_out
    );
    always @(*) begin
        sign_ex_out = { {16{sign_ex_in[15]}}, sign_ex_in[15:0] };
    end
endmodule
[config.mk]
export PLATFORM = sky130hd
export DESIGN_NAME = ID_pipe_stage
export DESIGN_NICKNAME = ID_pipe_stage
export VERILOG_FILES = /design/flow/design.v
export SDC_FILE = /design/flow/constraint.sdc
export NUM_CORES = 4
export LEC_CHECK = 1
export CORE_UTILIZATION = 40
[constraint.sdc]
current_design ID_pipe_stage

set clk_period 10.0
set clk_io_pct 0.2

create_clock -name clk0 -period $clk_period [get_ports {clk}]

set non_clock_inputs [all_inputs -no_clocks]
set_input_delay [expr $clk_period * $clk_io_pct] -clock clk0 $non_clock_inputs
set_output_delay [expr $clk_period * $clk_io_pct] -clock clk0 [all_outputs]
==> commit_impl_results.txt <==
Update PnR metrics after Yosys + OpenROAD run

- Row generation in the floorplan step produced 137 rows.
- Top cell type by instance count after synthesis: and2_1
* Utilization after layout: 0.505
- Required time at the endpoint of the critical path: 8.00 ns
* Power density over the cells: 182 nW/um^2
- Maximum clock insertion buffer count: 3
- Of the post-synthesis cell area, the dominant cell type holds 0.544.
* Unrepaired setup endpoints after global routing: true
- Fill cells in the final layout number 11,700.
- Count of yosys warnings during synthesis: 4
- The floorplan step defined a core boundary enclosing 140,000 sq um.
* Capture endpoint of the worst hold path: branch_address[0]
- The leakage power in the latest report is 0.0290 uW.
* Largest voltage drop on the vdd net: 0.142 mV
* Final cell count without fillers: 7,135
- Gr ovfl total: 0
* Count of final setup violators: 1
* Slew at the pin with the worst max-slew slack: 0.992 ns
* Average cell area after synthesis: 14.6 sq um
- Clock-pin transition on the worst setup and hold timing paths: 0.03 ns
* Cell depth of the worst min-delay path: 0
* Max incr delay on CP: 0.48 ns
- Maximum number of pins on one net before global-route repair: 62
- Clock group share of total power: 0.469
* TritonCTS Buffers: 114
- Io pins: 214
- Hold-fix buffer count after cts: 0
- Fraction of power spent switching nets: 0.301
- Slew Limit Fails: 0
- The synthesized netlist has a Yosys-reported chip area of 56,500 sq um.
- The detailed placer reported the number of placed instances as 5,887.
- The post-synth register bit count is 1,033.
- The first routing iteration left 2,604 violations.
- Critical path type: reg -> out
* First-pass GRT wire length: 298,000 um
- Vias per Instance: 5.68
- The share of total power dissipated in sequential elements is 0.397.
- The area growth from synthesis to layout is 24.9%.
* Number of H-tree branching levels: 3
- Total routing usage reported by global routing: 0.327
* Number of library cell types mapped by synthesis: 74
* Primary flip-flop cell chosen by synthesis mapping: edfxtp_1
- 10 endpoints have no timing constraint.
- The commonest cells after synthesis are 1,038 x and2_1, 1,024 x edfxtp_1, 456 x mux4_2.
- Instance count of the mapped netlist: 3,873
- CTS tree: yes
* Dominant cell type by area after synthesis: edfxtp_1
- Summed over all nets, the half-perimeter wirelength after detailed placement is 129,000 um.
* Routed wire length per instance: 29.8 um
- Worst-path cell chain: buf_4, mux2i_1, a221oi_1, o21ai_1, buf_4, a2111oi_4, xnor2_1, buf_4, or4b_4, or4_4, nor4_4, buf_4, buf_2
* Gpl congestion: 0.981
- Worst path setup slack after routing: -1.26 ns
- In this design, the largest share of critical-path delay is due to simple AND/OR/NAND/NOR gates.
- Startpoint type of the worst setup path: flop
* Vias in the first global route: 44,300
* Worst-path maximum fanout: 2
- In the synthesized netlist the async set-or-reset flop fraction comes to 0.
- The synthesis report lists the most area-consuming cells as edfxtp_1 54%, mux4_2 18%, and2_1 11%.
- Sw power: 3870 uW
* Count of max-cap constraint violations: 0
* Tool warnings: 1,029
- Antenna violations before repair: 12
* Die outline width: 378 um
* Buffers plus inverters on the worst setup path: 5
- Proportion of power drawn by combinational gates: 0.134
- Final Hold Fails: 0
- The first detailed-routing pass took 7 iterations.
- Fraction of layout cells with a size suffix above 1: 0.236
- Power Internal: 8990 uW
* Count of flip-flops with a built-in enable after synthesis: 1,024
- The type recorded for the worst min-delay path is in -> out.
* Aggregate routed wire length: 212,000 um
- The cell that appears most often on the critical path is buf_4.
- The run finished, with violations left.
* Worst hold start: pc_plus4[0]
* Initial Utilization: 0.404
- Per the OpenROAD floorplan log, the height of the die is 378 um.
- Total cells reported by yosys after synthesis: 3,873
- The final reports fail on setup timing.
* Overall die area: 143,000 sq um
* Total DRC errors in the routed layout: 0
- Clock Tree Root: clkbuf_16
* Relative max-transition margin: 0.339
* Vias after detailed routing: 40,500
- The critical path's slowest stage uses the library cell or4_4.
- The timer found 9 register pins that no clock reaches; their paths are not timed.
- Count of input and output buffers: 201
- Critical path arrival: 9.26 ns
- The count of nets left with antenna violations once routing finished came out at 0.
- The worst setup path is captured at a primary output.
* Synthesized cell area: 56,500 sq um
[area by class of cell]
| class | instances | area (sq um) | share of cell area |
|---|---|---|---|
| clock inverter | 1116 | 4840 | 0.0687 |
| clock buffer | 117 | 2930 | 0.0415 |
| timing repair buffer | 579 | 5360 | 0.0760 |
| tap | 1876 | 2350 | 0.0333 |
| multi-input combinational | 2391 | 24100 | 0.342 |
| antenna | 7 | 17.5 | 0.000248 |
| inverter | 16 | 61.3 | 0.000869 |
| sequential | 1033 | 30900 | 0.438 |
[per-stage QoR]
stage	total power, uW	setup WS, ns	hold WS (ns)	instance area [sq um]	setup TNS [ns]
after floorplan	6550	0.376	4.05	56500	0
after global placement	7380	-1.66	4.00	62200	-1.66
after detailed placement	7390	-1.64	4.00	62200	-1.64
after CTS	13000	-1.23	4.00	70300	-1.26
after global routing	13600	-1.32	4.00	70600	-1.41
final	12900	-1.26	4.00	70600	-1.26
[metal layers]
layer,track usage,routed length (um)
met1,0.345,65600
met2,0.443,94200
met3,0.299,41600
met4,0.151,9800
met5,0.0436,1110
[flip-flops by register name (all words and copies together), names as in the netlist]
signal,count
reg_inst.reg_array,1024
control_inst.alu_op,2
control_inst.alu_src,1
control_inst.branch,1
control_inst.jump,1
control_inst.mem_read,1
control_inst.mem_write,1
control_inst.reg_dst,1
control_inst.reg_write,1
[cell usage in the layout, fill, tap and decap left out, types with 10 or more instances in the layout]
cell type and instances:
bufinv_16 22, nand3_1 37, and3_1 12, a22oi_1 22
nand2_1 142, mux2i_1 156, clkdlybuf4s50_1 168, buf_4 336
mux4_2 462, o22ai_1 21, nor2_4 33, a21oi_1 36
buf_12 37, dlymetal6s2s_1 12, mux2_2 38, inv_1 1061
a31oi_1 10, o21ai_0 14, clkinvlp_2 34, a221oi_1 20
xnor2_1 28, nor2_1 27, edfxtp_1 1024, clkbuf_16 117
and2_1 1038, or2_2 33, o221ai_1 24, nor3_1 18
buf_6 12
[power by group through the flow]
| stage | clock (uW) | sequential [uW] | combinational (uW) |
|---|---|---|---|
| finish | 6040 | 5100 | 1730 |
| global route | 6660 | 5120 | 1800 |
| CTS | 6190 | 5100 | 1680 |
[kinds of logic (layout without fill, tap and decap cells)]
logic type      count (synthesis)  in the layout  synth area share
simple gates                 1404           1404             0.146
flops                        1024           1024             0.544
mux                           673            673             0.224
buf+inv                       450           1828            0.0403
compound gates                265            265            0.0347
xor+xnor                       39             39           0.00605
latches                         9              9           0.00239
fa+ha+maj                       8              8           0.00190
other cells                     1              9         0.0000664
[worst max-delay path by stage]
stage,startpoint,end,slack [ns],cells past startpoint
CTS,reg_inst.reg_array[18][29]$_SDFFCE_NN0P_,branch_taken,-1.23,13
global route,reg_inst.reg_array[18][29]$_SDFFCE_NN0P_,branch_taken,-1.32,13
finish,reg_inst.reg_array[18][29]$_SDFFCE_NN0P_,branch_taken,-1.26,13
[what timing repair did]
item,4_1_cts,5_1_grt
setup buffers,9,9
pin swaps,29,27
endpoints found under the setup margin,25,35
gates cloned,0,0
gates resized,78,63
endpoints found under the hold margin,0,0
Power is estimated from default activity; no workload was simulated.
